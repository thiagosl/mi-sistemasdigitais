==> flow/design.v <==
module regs_bank (inpA, inpB, inpC, clk, data, pc, control, outA, outB);
	input [3:0] inpA, inpB, inpC;
	input clk;
	input [1:0] control;
	input [31:0] data, pc;
	output reg [31:0] outA, outB;
	reg [31:0] regBank[15:0];
	always @(posedge clk) begin
		case (control)
			2'b00: regBank[inpC] = data;
			2'b01: regBank[15] = pc;
		endcase
	end
	always @(inpA or inpB) begin
		outA = regBank[inpA];
		outB = regBank[inpB];
	end
endmodule
==> flow/run.sh <==
#!/bin/bash
# OpenROAD 26Q1-2900-gdf79404cd8, Yosys 0.63+post, stock flow scripts
make -C /OpenROAD-flow-scripts/flow DESIGN_CONFIG=/design/flow/config.mk WORK_HOME=/design/flow/orfs finish
==> flow/config.mk <==
export PLATFORM = sky130hd
export DESIGN_NAME = regs_bank
export DESIGN_NICKNAME = regs_bank
export VERILOG_FILES = /design/flow/design.v
export SDC_FILE = /design/flow/constraint.sdc
export NUM_CORES = 4
export LEC_CHECK = 1
export CORE_UTILIZATION = 40
==> flow/constraint.sdc <==
current_design regs_bank

set clk_period 10.4
set clk_io_pct 0.2

create_clock -name clk0 -period $clk_period [get_ports {clk}]

set non_clock_inputs [all_inputs -no_clocks]
set_input_delay [expr $clk_period * $clk_io_pct] -clock clk0 $non_clock_inputs
set_output_delay [expr $clk_period * $clk_io_pct] -clock clk0 [all_outputs]
==> reports/summary.txt <==
Slew Viols, Final - 0
initial antenna violation count - 1
Max-slew headroom - 47.92%
combinational power share - 9.4%
DP HPWL - 32.54 mm
power consumption - 4.582 mW
yosys cell count - 1117
Chip Footprint - 59230 um^2
max capacitance violation total - 0
Mapped Area - 23310 um^2
PD cells - 167.4 nW/um^2
Gate Count Post-Synth - 1117
largest net degree at the start of global routing - 69
sw frac - 21.90%
worst endpoint required time - 8.32 ns
Comb gate area - 7665 um^2
Routed Antenna Nets - 0
yosys synthesis chip area - 23310 um^2
count of final hold-check violations - 0
Post-route DRC - 0
Synth Register Bits - 512
cell internal pwr - 3.578 mW
CP Class - input port to output pin
tool warnings - 25
synth unique cells - 19
syn avg cell area - 20.86 um^2
clk slew on worst S/H paths - 0.06 ns
Final Cycle Share - 65.28%
outcome - finished, final reports clean
die width - 243.4 um
Filler cells - 4628
Post-Route WL - 62.01 mm
vias in the first global route - 14410
clock sink total - 512
core area - 57590 um^2
H-tree levels - 2
Worst Path Arrival - 4.71 ns
First-pass DRT Iterations - 5
Max VDD drop - 0.0001274 V
CTS tree - yes
Synth Warn # - 1
share of cells above drive strength 1 - 32.54%
gr usage total - 23.64%
num rows - 88
CP endpoint kind - output pin
Setup Buffers After CTS - 0
part of the power in registers - 51.0%
area growth from synthesis to layout - 17.45%
Clk pwr share - 39.5%
sw power - 1.003 mW
Core Util at FP - 40.47%
Placer Congestion - 0.7885
minimum clock period - 6.789 ns
FF+latch area - 15370 um^2
ant diodes - 0
Setup Viol. Count Final - 0
first-pass GRT wire length - 91.45 mm
RSZ-0062 raised after global routing - false
port buffer count - 142
worst slew pin tran - 0.7813 ns
critical path startpoint category - input port
min-delay worst type - input port to register
CTS max path bufs - 3
Resized cells post-CTS - 0
hold depth - 2
vias post-DR - 12660
setup TNS - 0 ns
wire per inst - 29.99 um
max FFs per register - 512
I/O pin count - 143
die height - 243.4 um
f_max - 147.3 MHz
register share after synthesis - 65.97%
number of DRC markers in iteration 0 - 740
leakage power - 8.534 nW
routed vias/inst - 6.123
root buffer cell - clkbuf_16
cts bufs inserted - 53
critical-path maximum fanout - 48
GRT overflow - 0
CTS Hold Buffers Added - 0
[layout by cell type, fill, tap and decap left out, types with 3 or more instances in the layout]
| master | n |
|---|---|
| buf_4 | 35 |
| a22oi_1 | 128 |
| nor2_4 | 14 |
| mux2_2 | 30 |
| clkbuf_16 | 55 |
| nor2b_4 | 5 |
| bufinv_16 | 3 |
| clkdlybuf4s50_1 | 138 |
| mux4_2 | 256 |
| clkbuf_1 | 16 |
| clkinvlp_4 | 3 |
| nor3_2 | 4 |
| nand2_1 | 65 |
| clkinv_1 | 10 |
| edfxtp_1 | 512 |
| clkinv_2 | 10 |
[synthesized netlist by cell type (all sizes together)]
cell type / number / area (um^2)
mux4: 256 / 5766
a22oi: 128 / 960.9
nand2b: 2 / 12.51
nor2b: 5 / 31.28
nand3b: 2 / 15.01
a41oi: 1 / 8.760
buf: 56 / 300.3
or4: 1 / 7.510
and2: 2 / 12.51
edfxtp: 512 / 15370
clkbuf: 35 / 131.4
nand3: 1 / 5.000
nor2: 15 / 56.30
nor3: 4 / 20.02
nand2: 65 / 244.0
mux2: 32 / 360.3
[metrics by stage]
stage / hold WS, ns / setup WS (ns) / area, um^2 / utilization [%] / std cells
2_1_floorplan: 2.455 / 5.047 / 23310 / - / 1117
3_3_place_gp: 2.984 / 3.477 / 25720 / 44.66 / 1969
3_5_place_dp: 3.003 / 3.539 / 25720 / 44.66 / 1969
4_1_cts: 2.373 / 3.518 / 27370 / 47.54 / 2068
5_1_grt: 2.434 / 3.379 / 27370 / 47.54 / 2068
6_report: 2.390 / 3.611 / 27370 / 47.54 / 2068
[final timing paths]
path	startpoint	slack [ns]	endpoint
hold / removal	pc[29]	2.39	regBank[3][29]
setup / recovery	inpA[0]	3.61	outA[20]
[kinds of logic after synthesis]
kind of cell / after synthesis / share of synthesized area, %
DFF: 512 / 65.97
muxes: 288 / 26.28
AOI/OAI and AO/OA: 129 / 4.161
and+or+nand+nor: 97 / 1.734
buffers and inverters: 91 / 1.852
[power groups by stage]
stage	clock (mW)	sequential, mW	combinational [mW]
CTS	1.85	2.34	0.439
global route	1.92	2.34	0.467
finish	1.81	2.34	0.433
[layout make-up]
| cell class | count | area share (%) |
|---|---|---|
| multi-input cells | 514 | 28.00 |
| clock buffers | 71 | 5.247 |
| well taps | 765 | 3.497 |
| clock inverters | 28 | 0.7953 |
| flip-flops and latches | 512 | 56.17 |
| repair buffers | 178 | 6.294 |
[worst max-delay path, stage by stage]
cell	delay, ns
clkbuf_8	0.53
buf_4	0.67
mux4_2	0.59
a22oi_1	0.20
nand2_1	0.17
clkdlybuf4s50_1	0.45
[per-layer routing]
| metal | wire (um) | vias up | global-route usage, % |
|---|---|---|---|
| li1 | - | 5211 | - |
| met1 | 19690 | 6424 | 28.25 |
| met2 | 29740 | 919 | 34.88 |
| met3 | 10980 | 104 | 18.39 |
| met4 | 1549 | 4 | 4.772 |
| met5 | 49 | - | 1.225 |
Power is estimated from default activity; no workload was simulated.
