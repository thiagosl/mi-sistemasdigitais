### /design/flow/config.mk
export PLATFORM = sky130hd
export DESIGN_NAME = id_ex_register
export DESIGN_NICKNAME = id_ex_register
export VERILOG_FILES = /design/flow/design.v
export SDC_FILE = /design/flow/constraint.sdc
export NUM_CORES = 4
export LEC_CHECK = 1
export CORE_UTILIZATION = 30
### /design/flow/constraint.sdc
current_design id_ex_register

set clk_period 1.0
set clk_io_pct 0.2

create_clock -name clk0 -period $clk_period [get_ports {clk}]

set non_clock_inputs [all_inputs -no_clocks]
set_input_delay [expr $clk_period * $clk_io_pct] -clock clk0 $non_clock_inputs
set_output_delay [expr $clk_period * $clk_io_pct] -clock clk0 [all_outputs]
### /design/flow/design.v
module id_ex_register (clk, mux4_in, data_mem_in, alu_in, regA_in, regB_in, regs_bank_in, pc_in, regC_adress_in, write_inst_in, mux4_out, data_mem_out, alu_out, regA_out, regB_out, regs_bank_out, pc_out, regC_adress_out, write_inst_out);
	input clk, mux4_in, data_mem_in, write_inst_in;
	input [1:0] regs_bank_in;
	input [3:0] regC_adress_in;
	input [5:0] alu_in;
	input [31:0] regA_in, regB_in, pc_in;
	output reg mux4_out, data_mem_out, write_inst_out;
	output reg [1:0] regs_bank_out;
	output reg [3:0] regC_adress_out;
	output reg [5:0] alu_out;
	output reg [31:0] regA_out, regB_out, pc_out;
	always @(posedge clk) begin
		mux4_out <= mux4_in;
		data_mem_out <= data_mem_in;
		alu_out <= alu_in;
		regA_out <= regA_in;
		regB_out <= regB_in;
		regs_bank_out <= regs_bank_in;
		pc_out <= pc_in;
		regC_adress_out <= regC_adress_in;
		write_inst_out <= write_inst_in;
	end
endmodule
### /design/flow/run.sh
#!/bin/bash
# OpenROAD 26Q1-2900-gdf79404cd8, Yosys 0.63+post, stock flow scripts
make -C /OpenROAD-flow-scripts/flow DESIGN_CONFIG=/design/flow/config.mk WORK_HOME=/design/flow/orfs finish
==> impl_metrics.tcl <==
# metrics dict for downstream scripts
set metrics [dict create \
    cp.buffers_inverters 1 \
    fill_cells 628 \
    grt_pass1_wl_um 8340 \
    yosysSeqAreaShare 1.00 \
    die_w_um 88.1 \
    openroad.warnings 26 \
    ys.flops 111 \
    detailedPlacementHpwl_um 4760 \
    hp-start "data_mem_in" \
    firstDrtPassIters 4 \
    grt.overflow.total 0 \
    leakage_nw 1.90 \
    endpoint_kind "primary output" \
    logic_gates 0 \
    root_buffer "clkbuf_8" \
    vias 1644 \
    cts_tree "built" \
    port-buffer-count 222 \
    fin_crit_sh 0.974 \
    placed_area_um2 4570 \
    finalHoldViolCount 0 \
    viasPerCell 3.68 \
    cts_buffers 9 \
    final_area_um2 4210 \
    powerDensity_nw_per_um2 1850 \
    crit_fanout 1 \
    rsz0062_at_grt "yes" \
    synth_warnings 1 \
    place_ws_ns 0.0166 \
    post_cts_buffers 0 \
    holdCritPathClass "in2reg" \
    grt_max_degree 17 \
    slowest_stage "dfxtp_2" \
    min_path_cells 1 \
    syn_area_per_cell_um2 20.0 \
    syn_inst 111 \
    antenna_found_initial 0 \
    logic_area_um2 0 \
    wl_um 6020 \
    ant_nets 0 \
    syn_to_final_growth_pct 89.2 \
    cpPeakStageDelay_ns 0.33 \
    hold_buffers 0 \
    yosysUniqueCellTypes 1 \
    lay_top_cells "111 x clkdlybuf4s50_1, 111 x buf_2, 100 x dfxtp_1, 11 x dfxtp_2, 9 x clkbuf_8" \
    gp_congestion 0.765 \
    min_period_ns 0.974 \
    dieArea_um2 7760 \
    clk_pin_slew_worst_paths_ns 0.09 \
    critical_path_arrival_ns 0.77 \
    final_util 0.583 \
    setup-violations-final 0 \
    ys_area_um2 2220 \
    drt-initial-drc-count 25 \
    max_freq_mhz 1030 \
    chipHeight_um 88.1 \
    fp-utilization 0.308 \
    setup_ws_ns 0.0257 \
    clk_path_buf_depth 2 \
    ioPinCount 223 \
    cts-htree-levels 3 \
    worst_pin_slew_ns 0.0990 \
    critical_path_class "reg2out" \
    n_antenna_cell 0 \
    slew_violations 0 \
    wire_per_inst_um 13.5 \
    whs_endpoint "data_mem_out" \
    synthesis.area_um2 2220 \
    cts_sinks 111 \
    slew_headroom 0.934 \
    critPathTopFamily "flip-flops" \
    drive_gt1_frac 0.388 \
    ys_cells 111 \
    track_usage 0.151 \
    core_area_um2 7210 \
    vdd_ir_drop_max_mv 0.981 \
    required_ns 0.80 \
    grt_pass1_vias 1494 \
    crit_chain "buf_2" \
    drc 0 \
    status "finished clean" \
    num_rows 31 \
    startpoint_type "flip-flop" \
    cap_violations 0 \
]
registers in the layout, summed over array words and instances, names as in the netlist, 2 cells and up:
| register | count |
|---|---|
| regB_out | 32 |
| regA_out | 32 |
| alu_out | 6 |
| pc_out | 32 |
| regs_bank_out | 2 |
| regC_adress_out | 4 |
power breakdown:
part           switching (W)  internal [W]  total (W)
Sequential         0.0000448       0.00466    0.00470
Combinational      0.0000892      0.000515   0.000604
Clock                0.00132       0.00114    0.00246
cells in the mapped netlist:
cell type  instances  area (µm²)
dfxtp_1          111        2220
worst max path at each step:
| stage | depth (start not counted) | slack, ns | end | startpoint |
|---|---|---|---|---|
| after CTS | 1 | 0.001 | data_mem_out | data_mem_out |
| after global routing | 1 | -0.01 | data_mem_out | data_mem_out |
| final | 1 | 0.03 | data_mem_out | data_mem_out |
per-layer routing:
metal  global-route usage  vias up  part of all wire  wire [µm]
met3               0.0468       11              0.12        707
met5                    0        -                 0          0
li1                     -      804                 -          -
met1                0.196      715              0.36       2150
met2                0.259      114              0.51       3060
met4               0.0293        0             0.017        104
layout make-up:
type / count / area, µm² / share of cell area
Tap cell: 99 / 124 / 0.0295
Clock buffer: 11 / 131 / 0.0312
Timing Repair Buffer: 222 / 1670 / 0.396
Clock inverter: 4 / 47.5 / 0.0113
Sequential cell: 111 / 2240 / 0.532
per-stage QoR:
step	cells	hold WS, ns	power (W)	TNS, ns
2_1_floorplan	111	0.228	0.00475	0
4_1_cts	447	0.264	0.00788	0
5_1_grt	447	0.259	0.00813	-0.115
3_5_place_dp	432	0.652	0.00564	0
6_report	447	0.283	0.00777	0
3_3_place_gp	432	0.649	0.00564	0
timing repair:
action | in CTS | in global routing
endpoints found under the hold margin | 0 | 0
setup endpoints to repair | 111 | 21
gates resized | 344 | 7
cell families (layout without fill, tap and decap cells):
logic type	count (synthesis)	in the layout	share of synthesized area
buffers and inverters	0	237	0
flip-flops	111	111	1.00
Power and IR drop assume default switching activity.
