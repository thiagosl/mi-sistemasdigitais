## /design/flow/config.mk

```make
export PLATFORM = sky130hd
export DESIGN_NAME = mux3_32b_PC
export DESIGN_NICKNAME = mux3_32b_PC
export VERILOG_FILES = /design/flow/design.v
export SDC_FILE = /design/flow/constraint.sdc
export NUM_CORES = 4
export LEC_CHECK = 1
export CORE_AREA = 10 10 78 78
export DIE_AREA = 0 0 88 88
```

## /design/flow/constraint.sdc

```tcl
current_design mux3_32b_PC

set clk_period 3.0
set clk_io_pct 0.2

create_clock -name clk0 -period $clk_period

set non_clock_inputs [all_inputs -no_clocks]
set_input_delay [expr $clk_period * $clk_io_pct] -clock clk0 $non_clock_inputs
set_output_delay [expr $clk_period * $clk_io_pct] -clock clk0 [all_outputs]
```

## /design/flow/design.v

```verilog
module mux3_32b_PC (input0, input1, input2, control, out);
	input [31:0] input0, input1, input2;
	input [2:0] control;
	output reg [31:0] out;
	always @(control or input0 or input1 or input2) begin
		case(control[2:1])
			2'b00: out = input0;
			2'b10: out = input2;
			2'b01: begin
				if (control[0] == 0) begin
					out = input0;
				end else begin
					out = input1;
				end
			end
			2'b11: out = input1;
		endcase
	end
endmodule
```

## /design/flow/run.sh

```bash
#!/bin/bash
# OpenROAD 26Q1-2900-gdf79404cd8, Yosys 0.63+post, stock flow scripts
make -C /OpenROAD-flow-scripts/flow DESIGN_CONFIG=/design/flow/config.mk WORK_HOME=/design/flow/orfs finish
```

==> GITHUB_STEP_SUMMARY <==
## Synthesis and layout report

| Metric | Value |
|---|---|
| Status | completed |
| DRC violations left | 0 |
| Peak ir drop on the vdd network | 0.116 mV |
| Final-layout clock buffer total | 0 |
| Top-Level Pins | 131 |
| Top-area cell type share of the netlist area | 34.6% |
| Initial antenna violation count | 0 |
| Power dissipated by switching net loads | approximately 130 µW |
| Final period demand of the worst path | 2.82 ns |
| Synth Warn # | 1 |
| Transition at the pin with the smallest max-transition slack | 0.332 ns |
| Number of DRC violations after detailed-routing iteration 0 | 35 |
| CP max stage delay | roughly 0.51 ns |
| Final TNS setup | 0 ns |
| Worst-path fanout max | 10 |
| Die height | between 80 and 90 µm |
| Count of endpoints failing hold in the final timing report | 0 |
| Leading area contributor after synthesis | sky130_fd_sc_hd__a221oi_2 |
| Chip Area | 7740 µm² |
| Data required time of the critical path | 2.40 ns |
| Internal power of the cells | 264 µW |
| RSZ-0062 raised after global routing | no |
| Die X-Extent | 88 µm |
| Lkg Pwr | 1.06 nW |
| Critical Path End Type | primary output |
| Ordered cell list for the critical path | clkdlybuf4s50_1 -> and2_4 -> buf_4 -> a221oi_1 -> clkdlybuf4s50_1 |
| Core area | 4410 µm² |
| Antenna diode count | 0 |
| CP Launch Point | control[0] |
| Count of antenna-violating nets left after detailed routing | 0 |
| Kind of start point of the critical path | input pin |
| Total congestion overflow | 0 |
| Number of sequential cells | 0 |
| Drt first pass iters | 4 |
| Total setup violations reported at the end of the flow | 0 |
| Average size of a mapped cell | 8.62 µm² |
| Achievable Freq | 354 MHz |
| Overall power of the completed layout | 392 µW |
| Number of global-route vias before repair | 1542 |
| Comb pwr share | 100.0% |
| Detailed placer's ending HPWL | 4.61 mm |
| Power density over the cells | 150 nW/µm² |
| Number of cell instances after yosys synthesis | 151 |
| Netlist area before placement | ~1300 µm² |
| First-pass GRT wire length | 8.58 mm |
| Part of the total power dissipated in the clock network | 0% |
| Register share of total power | 0% |
| Area growth from synthesis to layout | 101% |
| Resized cells post-CTS | 0 |
| Number of logged tool warnings | 33 |
| Routed wire length | ~5.7 mm |
| Critical path start-end classification | input pin to primary output |
| Number of standard-cell rows in the floorplan | 24 |
| Initial core utilization | just under 30% |
| Number of violations of the max-capacitance limit | 0 |
| Hold WC Path Type | input pin to primary output |
| Cell total after placement | 320 |
| Final routed wire length divided by cell count | 17.7 µm |
| Tcrit/Tclk final | between 90% and 100% |
| Worst slew slack as a fraction of its limit | between 70% and 80% |
| Number of vias after detailed routing | 1600 |
| Arrival @ worst endpoint | between 2 and 2.5 ns |
| Synthesized chip area reported by yosys | approximately 1300 µm² |
| DR vias/cell | 5.00 |
| Port Buf Inserts | 131 |
| Largest net degree at the start of global routing | ~49 |
| Leading cell types by total area after synthesis | sky130_fd_sc_hd__a221oi_2 35%, sky130_fd_sc_hd__mux2i_1 25%, sky130_fd_sc_hd__a211oi_1 18%, sky130_fd_sc_hd__inv_1 9.2%, sky130_fd_sc_hd__buf_6 4.3% |
| Cell at the slowest stage of the critical path | sky130_fd_sc_hd__clkdlybuf4s50_1 |
| Synthesized instance count | 151 |
| Gr usage total | 13.5% |
| Proportion of synthesized chip area in sequential cells | 0% |
| Fraction of layout cells with a size suffix above 1 | approximately 15% |
| Final-report max-slew violation count | 0 |
| Count of non-filler cells in the finished layout | 320 |
| Final estimated routing congestion in global placement | 0.819 |
| Distinct lib cells used | 11 |
| Proportion of total power due to net switching | 32.8% |
| Area used by sequential logic in the layout | 0 µm² |
| Launch point of the worst hold path | control[2] |
| Most common cell on crit path | sky130_fd_sc_hd__clkdlybuf4s50_1 |
| Number of hold-repair buffers added at the cts stage | 0 |
| Number of setup buffers added after CTS | 0 |
-- layer usage --
layer | track usage, % | wire length [µm]
met1 | 19.1 | 2570
met4 | 0 | 19
met2 | 20.8 | 2510
met3 | 4.49 | 556
met5 | 0 | 0
-- synthesized netlist by cell type --
master,count
sky130_fd_sc_hd__inv_1,32
sky130_fd_sc_hd__and2_4,1
sky130_fd_sc_hd__a221oi_2,30
sky130_fd_sc_hd__a211oi_1,32
sky130_fd_sc_hd__mux2i_1,32
sky130_fd_sc_hd__buf_2,7
sky130_fd_sc_hd__buf_4,4
sky130_fd_sc_hd__buf_1,1
sky130_fd_sc_hd__a221oi_1,2
sky130_fd_sc_hd__buf_6,5
sky130_fd_sc_hd__clkbuf_1,5
-- cell usage in the layout, fill, tap and decap left out --
cell and count:
sky130_fd_sc_hd__clkdlybuf4s50_1 129, sky130_fd_sc_hd__mux2i_1 32, sky130_fd_sc_hd__inv_1 32, sky130_fd_sc_hd__a211oi_1 32
sky130_fd_sc_hd__a221oi_2 30, sky130_fd_sc_hd__buf_4 5, sky130_fd_sc_hd__buf_12 3, sky130_fd_sc_hd__a221oi_1 2
sky130_fd_sc_hd__buf_2 2, sky130_fd_sc_hd__and2_4 1
-- worst paths after layout --
kind	endpoint	slack, ns	cells past startpoint
worst max-delay path	out[29]	0.18	5
worst min-delay path	out[15]	2.04	4
-- metrics by stage --
stage,hold slack (ns),cell area (µm²),utilization (%),setup WS (ns)
finish,2.04,2620,59.4,0.178
global route,2.08,2620,59.4,0.0771
CTS,2.05,2620,59.4,0.160
detailed placement,2.05,2620,59.4,0.161
global placement,2.05,2620,59.4,0.178
floorplan,1.27,1300,-,1.08
-- cell type report --
cell class	instances	area, µm²
Fill cell	405	1790
Inverter	32	120
Tap cell	52	65.1
Timing Repair Buffer	139	1400
Multi-Input combinational cell	97	1040
-- cells by family (layout without fill, tap and decap cells) --
kind of cell | Yosys count | count (layout) | share of synthesized area [%]
muxes | 32 | 32 | 24.6
AOI/OAI and AO/OA | 64 | 64 | 54.4
buffers and inverters | 54 | 171 | 20.3
and+or+nand+nor | 1 | 1 | 0.673
-- critical path: cells and delay by family --
kind,cells,cell delay [ns]
AND-OR/OR-AND,1,0.29
buffers and inverters,3,1.14
AND/OR/NAND/NOR,1,0.18
-- power by group through the flow --
stage	registers (mW)	clock network (mW)	logic (mW)
after CTS	0	0	0.397
after global routing	0	0	0.428
final	0	0	0.392
Power is estimated from default activity; no workload was simulated.
